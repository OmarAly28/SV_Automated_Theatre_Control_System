==> flow/config.mk <==
export PLATFORM = sky130hd
export DESIGN_NAME = theatre
export DESIGN_NICKNAME = theatre
export VERILOG_FILES = /design/flow/design.v
export SDC_FILE = /design/flow/constraint.sdc
export NUM_CORES = 4
export LEC_CHECK = 1
export CORE_AREA = 10 10 70 70
export DIE_AREA = 0 0 80 80
==> flow/constraint.sdc <==
current_design theatre

set clk_period 1.9
set clk_io_pct 0.2

create_clock -name clk0 -period $clk_period [get_ports {clk}]

set non_clock_inputs [all_inputs -no_clocks]
set_input_delay [expr $clk_period * $clk_io_pct] -clock clk0 $non_clock_inputs
set_output_delay [expr $clk_period * $clk_io_pct] -clock clk0 [all_outputs]
==> flow/design.v <==
module DFF(clk, D, reset, Q);  
  input D, clk, reset;  
  output reg Q;  
  always @(posedge clk or posedge reset) 
    begin
      if(reset==1'b1)
        Q <= 0;
      else
        Q <= D;
    end
endmodule
module encoder4to2(House, Music, Speaker, Play, M1, M0);  
  input House, Music, Speaker, Play;
  output reg M1, M0;
  always @(*)
    begin
      M1 = 0;
      M0 = 0;
      if (House)
        begin
          M1 = 0; M0 = 0;
        end
      else if (Music)
        begin
          M1 = 0; M0 = 1;  
        end
      else if (Speaker)
        begin
          M1 = 1; M0 = 0;  
        end
      else if (Play)
        begin
          M1 = 1; M0 = 1;  
        end
    end
endmodule
module encoder3to2(TL,TC,TR, T1, T0);  
  input TL, TC, TR;  
  output reg T1, T0;  
  always @(*)
    begin
      if (!TL)
        begin
          T1 = 0; T0 = 0;
        end
      else if (!TC)
        begin
          T1 = 0; T0 = 1;
        end
      else if (!TR)
        begin
          T1 = 1; T0 = 1;
        end
      else
        begin
          T1 = 0; T0 = 1; 
        end
    end
endmodule
module ns_Mode_FSM(Q2, Q1, Q0, EN, M1, M0, Q2_n,Q1_n, Q0_n );
  input Q2, Q1, Q0, EN, M1, M0;
  output Q2_n, Q1_n, Q0_n;
  assign Q2_n = EN & (Q2&~Q0 | M0&M1&Q2 | M0&Q0&~Q2 | M1&Q1&~Q0 | Q1&~M0&~M1 | M1&Q0&~Q1&~Q2);  
  assign Q1_n = EN & (M0&Q0&Q2&~M1 | M0&~M1&Q1&~Q0 | M1&Q0&Q1&~M0 | M1&Q0&Q2&~M0);  
  assign Q0_n = EN & (~M0 | M1&~Q2 | Q0&~Q2 | ~M1&~Q0&~Q1);  
endmodule
module ns_Spotlight_FSM(R1,R0,EN,T1,T0,SP_A, R1_n, R0_n);
  input R1, R0, EN, T1, T0, SP_A;
  output R1_n, R0_n;
  wire E;  
  assign E = EN & SP_A;
  assign R1_n = E & ( R0&T1 | ~T0&(R0 ^ R1));  
  assign R0_n = E & (T0 | R1&R0 | ~R1&~R0);  
endmodule
module theatre_outputs(Q2,Q1,Q0,R1,R0,HL,VD,SP_A,S1); 
  input Q2,Q1,Q0,R1,R0;  
  output HL,VD,SP_A;  
  output[2:0] S1;
  assign HL = ~Q2 & ~Q1;  
  assign VD = ~Q0 & (Q1 ^ Q2);  
  assign SP_A = (~Q2 & Q1 & Q0) | (Q2 & ~Q1 & ~Q0);  
  assign S1[2] = (R1 | R0) & SP_A;
  assign S1[1] = (R1&R0) & SP_A;
  assign S1[0] = ((~R1 | R0) & SP_A) | ~SP_A;
endmodule
module theatre(clk, reset, EN, House, Music, Speaker, Play, TL, TC, TR, HL, VD, S1);  
  input clk, reset, EN, House, Music, Speaker, Play, TL, TC, TR;  
  output HL, VD;  
  output [2:0] S1; 
  wire Q2, Q1, Q0, R1, R0, M1, M0, T1, T0, SP_A;
  wire Q2_n, Q1_n, Q0_n, R1_n, R0_n;  
  DFF dff_Q2(.clk(clk), .D(Q2_n), .reset(reset), .Q(Q2));
  DFF dff_Q1(.clk(clk), .D(Q1_n), .reset(reset), .Q(Q1));
  DFF dff_Q0(.clk(clk), .D(Q0_n), .reset(reset), .Q(Q0));
  DFF dff_S1(.clk(clk), .D(R1_n), .reset(reset), .Q(R1));
  DFF dff_S0(.clk(clk), .D(R0_n), .reset(reset), .Q(R0));
  encoder4to2 mode_enc(.House(House), .Music(Music),.Speaker(Speaker), .Play(Play),.M1(M1), .M0(M0));  
  encoder3to2 spot_enc(.TL(TL), .TC(TC), .TR(TR),.T1(T1), .T0(T0)); 
  ns_Mode_FSM mode_ns(.Q2(Q2), .Q1(Q1), .Q0(Q0),.EN(EN), .M1(M1), .M0(M0), .Q2_n(Q2_n), .Q1_n(Q1_n), .Q0_n(Q0_n));  
  ns_Spotlight_FSM spot_ns(.R1(R1), .R0(R0), .EN(EN),.T1(T1), .T0(T0), .SP_A(SP_A),.R1_n(R1_n), .R0_n(R0_n));  
  theatre_outputs outputs(.Q2(Q2), .Q1(Q1), .Q0(Q0),.R1(R1), .R0(R0),.HL(HL), .VD(VD),.SP_A(SP_A), .S1(S1));  
endmodule
==> flow/run.sh <==
#!/bin/bash
# OpenROAD 26Q1-2900-gdf79404cd8, Yosys 0.63+post, stock flow scripts
make -C /OpenROAD-flow-scripts/flow DESIGN_CONFIG=/design/flow/config.mk WORK_HOME=/design/flow/orfs finish
==> impl_metrics.json <==
{
  "vdd_drop_max_uv": 181.3,
  "criticalPathCategory": "reg2out",
  "grt_max_degree": 9,
  "postCtsHoldBufs": 0,
  "tns_ns": 0,
  "rr_startpoint": "dff_Q1.Q",
  "setup_viol": 0,
  "core_um2": 3416,
  "clock-root-buffer": "clkbuf_4",
  "drcViolationCount": 0,
  "endpoint_kind": "output port",
  "yosys_warnings": 3,
  "place_ws_ns": 0.03302,
  "ant_nets": 0,
  "p_leak_nw": 0.3050,
  "clockBufferDepth": 2,
  "place_area_um2": 656.9,
  "holdWs_ns": 0.3465,
  "n_antenna_cell": 0,
  "grt_pass1_vias": 438,
  "stage_log_warnings": 30,
  "maxSlewViolCount": 0,
  "rsz0062_at_grt": "true",
  "overflow": 0,
  "chipArea_um2": 6400,
  "critPathMaxFanout": 4,
  "synth_flops": 5,
  "required_ns": 1.52,
  "slew_headroom": 0.8542,
  "synth_seq_share": 0.2882,
  "die_height_um": 80,
  "clkSinkCount": 5,
  "worstSkewPairLatency_ns": 0.24,
  "p_per_area_nw_per_um2": 424.6,
  "grt_pass1_wl_um": 1807,
  "drt_iter0_drc": 7,
  "rrSetupSlack_ns": 0.69,
  "port-buffer-count": 14,
  "fin_ws_ns": 0.02777,
  "fmax_ghz": 0.5341,
  "r2r_end": "dff_Q2.Q",
  "clkTransAtPathRegs_ns": 0.04,
  "maxCapViolations": 0,
  "stdcell_area_um2": 711.9,
  "fin_worst_skew_ns": 0.002182,
  "syn-cell-area_um2": 434.2,
  "synthToLayoutAreaGrowth_pct": 63.98,
  "layout-drive-gt1-share": 0.2267,
  "status": "finished clean",
  "dp_hpwl_um": 935.2,
  "pin_count": 15,
  "initial_core_util": 0.1271,
  "wl_per_cell_um": 9.240,
  "finalWirelength_um": 1118,
  "tightestPinTransition_ns": 0.2181,
  "post_synth_num_cell_types": 22,
  "syn_inst": 51,
  "rows": 21,
  "vias_per_cell": 3.463,
  "gp_congestion": 0.7850,
  "cts_buffers": 3,
  "vias": 419,
  "critPathLaunchType": "flip-flop",
  "post-route-period-util": 0.9854,
  "die_w_um": 80,
  "first_pass_iters": 4,
  "synth_stat.cells": 51,
  "final_cell_mix": "clkdlybuf4s50_1, buf_4, dfrtp_1",
  "post-route-min-period_ns": 1.872,
  "grtUsageTotal": 0.03483,
  "grt_antenna_before_repair": 0,
  "syn_area_per_cell_um2": 8.513,
  "ys_area_um2": 434.2,
  "arrival_ns": 1.49,
  "cts_max_level": 1,
  "timing.final.hold_violations": 0,
  "reg2reg_depth": 6,
  "layout_top_cell": "clkdlybuf4s50_1",
  "cts_tree": "done",
  "hold_class": "in2async"
}
report_power, final:
group	switching (mW)	leakage, nW	internal (mW)
Sequential	0.00316	0.0670	0.110
Clock	0.0387	0.0150	0.0791
Combinational	0.0285	0.223	0.0426
worst max-delay path: stages, from the launching register on:
cell	delay, ns
dfrtp_1	0.39
inv_2	0.05
ha_2	0.17
mux2_4	0.27
nor2b_1	0.13
dlygate4sd2_1	0.24
how the worst max path moves through the flow:
stage        start    end  slack, ns
4_1_cts   dff_Q2.Q  S1[2]      0.009
5_1_grt   dff_Q1.Q  S1[2]      -0.03
6_report  dff_Q2.Q  S1[2]       0.03
flip-flops by register name (all words and copies together), names as in the netlist:
| name | count |
|---|---|
| dff_Q0.Q | 1 |
| dff_Q1.Q | 1 |
| dff_Q2.Q | 1 |
| dff_S0.Q | 1 |
| dff_S1.Q | 1 |
what timing repair did:
action                     in CTS  in global routing
setup endpoints to repair       4                  3
pin swaps                       2                  0
buffers inserted                1                  2
resized                         9                  1
cells by family after synthesis:
group                      count (synthesis)  synth area share
AOI/OAI and AO/OA                         10            0.1528
adders and majority gates                  6            0.1729
buffers and inverters                      7           0.06339
DFF                                        5            0.2882
muxes                                      3           0.07205
and+or+nand+nor                           20            0.2508
area by class of cell:
type                       count  area [µm²]
clock buffer                   4       26.28
inverter                       6       22.52
tap                           46       57.56
sequential                     5       125.1
multi-input combinational     39       292.8
timing repair buffer          21       187.7
fill                         387        2704
cells in the mapped netlist (all sizes together):
cell	instances	share of area
o31a	1	0.020
a21oi	4	0.055
o21ai	2	0.023
inv	6	0.052
nand4b	2	0.040
nor2b	3	0.043
and2	1	0.014
mux2i	2	0.046
a2bb2oi	1	0.020
or2	1	0.014
ha	6	0.17
o21a	1	0.017
mux2	1	0.026
nor3	2	0.023
o211ai	1	0.017
nand2b	2	0.029
nand2	5	0.043
dfrtp	5	0.29
nor2	3	0.026
buf	1	0.012
nor3b	1	0.017
per-stage QoR:
| stage | instances | power [mW] | util |
|---|---|---|---|
| floorplan | 51 | 0.1426 | - |
| global placement | 114 | 0.1819 | 0.1923 |
| detailed placement | 114 | 0.1825 | 0.1923 |
| CTS | 119 | 0.3069 | 0.2040 |
| global route | 121 | 0.3242 | 0.2084 |
| finish | 121 | 0.3023 | 0.2084 |
layer usage:
metal  share of wire  GRT usage  wire length, µm  vias up
met5               0          0                0        -
met4          0.0089   0.005282               10        0
met3            0.11    0.02500              125        2
met2            0.43    0.05377              476       10
met1            0.45    0.03885              506      186
li1                -          -                -      221
Power and IR drop assume default switching activity.
